## ./design.v

```verilog
module PCadder (
  input clk, rst,
  input [15:0] currentPCIn,
  input [15:0] instructionIn,
  input [15:0] rs,
  input t,
  input [2:0] jumpControl,
  output [15:0] nextPC
);
reg [15:0] currentPC;
localparam  IDLE = 3'b000,
  EQZ = 3'b001,
  NEZ = 3'b010,
  TEQZ = 3'b011,
  TNEZ = 3'b100,
  JUMP = 3'b101,
  DB = 3'b110;
reg [15:0] instruction, jumpPC;
reg jump;
wire [15:0] imm16s = {instruction[7] ? 8'hff : 8'h00, instruction[7:0]};
wire [15:0] imm16sfrom10 = {instruction[10] ? 5'b11111 : 5'b00000, instruction[10:0]};
always @ (negedge clk or negedge rst)
  if (!rst)
  begin
    instruction = 16'h0800;
	 currentPC = 16'hffff;
  end
  else
  begin
    instruction = instructionIn;
	 currentPC = currentPCIn;
  end
always @ (*)
begin
  jumpPC = 0;
  jump = 0;
  if (!rst)
  begin
    jumpPC = 0;
    jump = 0;
  end
  else
  begin
    case (jumpControl)
      EQZ:
        if (rs == 0)
        begin
          jumpPC = currentPC + imm16s;
          jump = 1;
        end
      NEZ:
        if (rs != 0)
        begin
          jumpPC = currentPC + imm16s;
          jump = 1;
        end
      TEQZ:
        if (t == 0)
        begin
          jumpPC = currentPC + imm16s;
          jump = 1;
        end
      TNEZ:
        if (t != 0)
        begin
          jumpPC = currentPC + imm16s;
          jump = 1;
        end
      JUMP:
        begin
          jumpPC = rs;
          jump = 1;
        end
      DB:
        begin
          jumpPC = currentPC + imm16sfrom10;
          jump = 1;
        end
    endcase
  end
end
assign nextPC = jump? jumpPC : currentPC + 1;
endmodule
module alu(
  input clk, rst,
  input[15:0] opXin, opYin,
  input[15:0] currentPCIn, instructionIn,
  output reg[15:0] res,
  output reg t_written, t
);
reg [15:0] currentPC, instruction, opX, opY;
wire[15:0] imm16 = {8'd0, instruction[7:0]};
wire[15:0] imm16s = { {8{instruction[7]}}, instruction[7:0]};
wire[15:0] imm16from4s = { {12{instruction[3]}}, instruction[3:0]};
wire[3:0] shift_imm4 = instruction[4:2] ? instruction[4:2] : 8;
always @ (negedge clk or negedge rst)
begin
  if (!rst)
  begin
    currentPC = 0;
	 instruction = 16'b0000100000000000;  
	 opX = 0;
	 opY = 0;
  end
  else
  begin
    currentPC = currentPCIn;
	 instruction = instructionIn;
	 opX = opXin;
	 opY = opYin;
  end
end
always @(posedge clk or negedge rst)
begin
  t_written = 1;
  t = 0;
  res = 0;
  if (!rst)  
  begin
    t_written = 1;
    t = 0;
    res = 0;
  end
  else
  begin
    case (instruction[15:11])
      5'b00000:                          
        res = opX + imm16s;
      5'b00110:                          
        case (instruction[1:0])
          2'b00:   res = opX << shift_imm4;   
          2'b10:   res = opX >> shift_imm4;   
          2'b11:   res = opX >>> shift_imm4;  
        endcase
      5'b01000:                          
        res = opX + imm16from4s;
      5'b01001:                          
        res = opX + imm16s;
      5'b01010:                          
      begin
        t_written = 0;
        t = $signed(opX) < imm16s;
      end
      5'b01100:                          
        case (instruction[10:8])
          3'b011:                        
            res = opX + imm16s;
          3'b100:                        
            res = opX;
        endcase
      5'b01101:                          
        res = imm16;
      5'b01111:                          
        res = opX;
      5'b11010:                          
        res = opX;
      5'b11011:                          
        res = opX;
      5'b11100:                          
        case (instruction[1:0])
          2'b01:   res = opX + opY;            
          2'b11:   res = opX - opY;            
        endcase
      5'b11101:                          
        case (instruction[4:0])
          5'b00000:                      
            case (instruction[7:5])
              3'b010:                    
                res = currentPC;
            endcase
          5'b00010:                      
          begin
            t_written = 0;
            t = $signed(opX) < $signed(opY);
          end
          5'b00110:                      
            res = opX >> opY;
          5'b00111:                      
            res = opX >>> opY;
          5'b01010:                      
          begin
            t_written = 0;
            t = opX != opY;
          end
          5'b01100:                      
            res = opX & opY;
          5'b01101:                      
            res = opX | opY;
        endcase
      5'b11110:                          
        case (instruction[0])
          1'b0:                          
            res = opX;
          1'b1:                          
            res = opX;
        endcase
    endcase
  end
end
endmodule
module cpu (
  input clk, rst,
  output [15:0] MeAaddr, Baddr,
  output [15:0] ExCalResult,
  output [15:0] MeMemResult,
  output [1:0] MeMemControl,
  input [15:0] AmemRead, BmemRead,
  output [175:0] registerValue,
  output [15:0] nextPC, IfIR,
  output [3:0] registerS, registerM, IdRegisterT, MeRegisterT,
  output [15:0] MeCalResult
);
wire [15:0] IfPC, IdIR, IdPC;
wire [15:0] rs, rm;
wire t;
wire tWriteEnable, tToWrite;
wire [2:0] jumpControl;
wire [1:0] ExMemControl ;
wire [15:0] originValueS, originValueM;
wire [15:0] sourceValueS, sourceValueM;
wire [3:0]   ExRegisterT; 
wire [15:0] ExAaddr ;
PCadder pcAdder (
  clk, rst,
  nextPC,
  IfIR,
  rs,
  t,
  jumpControl,
  nextPC
);
instructionReader reader (
  clk, rst,
  nextPC,
  BmemRead,
  Baddr,
  IfIR
);
instructionDecoder decoder (
  clk, rst,
  IfIR,
  registerS, registerM, IdRegisterT,
  jumpControl
);
Register registerFile (
  clk, rst,
  registerS, registerM,
  tWriteEnable, tToWrite,
  MeRegisterT,
  MeCalResult,
  registerValue,
  originValueS, originValueM,
  t
);
flipflop #(16) IfPCFF (clk, rst, nextPC, IfPC);
flipflop #(16) IdIRFF (clk, rst, IfIR, IdIR);
flipflop #(4) ExRegisterTFF ( clk, rst, IdRegisterT, ExRegisterT );
flipflop #(4) MeRegisterTFF(clk, rst, ExRegisterT, MeRegisterT );
flipflop #(2) MeMemControlFF( clk, rst, ExMemControl, MeMemControl );
flipflop #(16) MeMemResultFF(clk, rst, ExCalResult, MeMemResult);
flipflop #(16) MeAaddrResultFF(clk, rst, ExAaddr, MeAaddr);
alu calculator (
  clk, rst,
  rs, rm,
  IfPC, IdIR,
  ExCalResult,
  tWriteEnable, tToWrite
);
memAddressCalculator addrCalculator(
  clk, rst,
  IdIR,
  rm,
  ExMemControl,
  ExAaddr
);
mux_B_buffered MeCalResultMux (
  clk, rst,
  MeMemControl[1],
  AmemRead,
  ExCalResult,
  MeCalResult
);
wire X_conflict_ME, Y_conflict_ME, X_conflict_EX, Y_CONFLICT_EX;
assign X_conflict_ME = (registerS != MeRegisterT);
assign Y_conflict_ME = (registerM != MeRegisterT);
assign X_conflict_EX = (registerS != ExRegisterT);
assign Y_conflict_EX = (registerM != ExRegisterT);
byPass MeIdByPassS (
  registerS,
  originValueS,
  MeRegisterT,
  MeCalResult,
  sourceValueS
);
byPass MeIdByPassM (
  registerM,
  originValueM,
  MeRegisterT,
  MeCalResult,
  sourceValueM
);
byPass ExIdByPassS (
  registerS,
  sourceValueS,
  ExRegisterT,
  ExCalResult,
  rs
);
byPass ExIdByPassM (
  registerM,
  sourceValueM,
  ExRegisterT,
  ExCalResult,
  rm
);
endmodule
module instructionDecoder (
  input clk, rst,
  input [15:0] instruction,
  output reg [3:0] id_registerX, id_registerY, id_registerZ,
  output reg [2:0] jumpControl
);
localparam  IDLE = 3'b000,
  EQZ = 3'b001,
  NEZ = 3'b010,
  TEQZ = 3'b011,
  TNEZ = 3'b100,
  JUMP = 3'b101,
  DB = 3'b110;
reg [15:0] instructionBuffer;
always @ (negedge clk or negedge rst)
  if (!rst)
    instructionBuffer = 16'b0000100000000000;  
  else
    instructionBuffer = instruction;
always @ (posedge clk or negedge rst)
begin
  id_registerX = 0;
  id_registerY = 0;
  id_registerZ = 4'hf;
  jumpControl = 0;
  if (!rst)  
  begin
    id_registerX = 0;
    id_registerY = 0;
    id_registerZ = 4'hf;
    jumpControl = 0;
  end
  else
  begin
    case (instructionBuffer[15:11])
      5'b00000:                          
      begin
        id_registerX = 4'b1001;             
        id_registerZ = instructionBuffer[10:8];
      end
      5'b00010:                          
        jumpControl = DB;
      5'b00100:                          
      begin
        id_registerX = instructionBuffer[10:8];
        jumpControl = EQZ;
      end
      5'b00101:                          
      begin
        id_registerX = instructionBuffer[10:8];
        jumpControl = NEZ;
      end
      5'b00110:                          
      begin
        id_registerX = instructionBuffer[7:5];
        id_registerZ = instructionBuffer[10:8];
      end
      5'b01000:                          
      begin
        id_registerX = instructionBuffer[10:8];
        id_registerZ = instructionBuffer[7:5];
      end
      5'b01001:                          
      begin
        id_registerX = instructionBuffer[10:8];
        id_registerZ = instructionBuffer[10:8];
      end
      5'b01010:                          
        id_registerX = instructionBuffer[10:8];
      5'b01100:                          
        case (instructionBuffer[10:8])
          3'b000:                        
            jumpControl = TEQZ;
          3'b001:                        
            jumpControl = TNEZ;
          3'b011:                        
          begin
            id_registerX = 4'b1001;         
            id_registerZ = 4'b1001;         
          end
          3'b100:                        
          begin
            id_registerX = instructionBuffer[7:5];
            id_registerZ = 4'b1001;         
          end
        endcase
      5'b01101:                          
        id_registerZ = instructionBuffer[10:8];
      5'b01111:                          
      begin
        id_registerX = instructionBuffer[7:5];
        id_registerZ = instructionBuffer[10:8];
      end
      5'b10010:                          
      begin
        id_registerY = 4'b1001;             
        id_registerZ = instructionBuffer[10:8];
      end
      5'b10011:                          
      begin
        id_registerY = instructionBuffer[10:8];
        id_registerZ = instructionBuffer[7:5];
      end
      5'b11010:                          
      begin
        id_registerX = instructionBuffer[10:8];
        id_registerY = 4'b1001;             
      end
      5'b11011:                          
      begin
        id_registerX = instructionBuffer[7:5];
        id_registerY = instructionBuffer[10:8];
      end
      5'b11100:                          
      begin
        id_registerX = instructionBuffer[10:8];
        id_registerY = instructionBuffer[7:5];
        id_registerZ = instructionBuffer[4:2];
      end
      5'b11101:                          
        case (instructionBuffer[4:0])
          5'b00000:                      
            case (instructionBuffer[7:5])
              3'b000:                    
              begin
                id_registerX = instructionBuffer[10:8];
                jumpControl = JUMP;
              end
              3'b010:                    
                id_registerZ = instructionBuffer[10:8];
            endcase
          5'b00110:                      
          begin
            id_registerX = instructionBuffer[7:5];
            id_registerY = instructionBuffer[10:8];
            id_registerZ = instructionBuffer[7:5];
          end
          5'b00111:                      
          begin
            id_registerX = instructionBuffer[7:5];
            id_registerY = instructionBuffer[10:8];
            id_registerZ = instructionBuffer[7:5];
          end
          5'b01010:                      
          begin
            id_registerX = instructionBuffer[7:5];
            id_registerY = instructionBuffer[10:8];
          end
          5'b01100:                      
          begin
            id_registerX = instructionBuffer[7:5];
            id_registerY = instructionBuffer[10:8];
            id_registerZ = instructionBuffer[10:8];
          end
          5'b01101:                      
          begin
            id_registerX = instructionBuffer[7:5];
            id_registerY = instructionBuffer[10:8];
            id_registerZ = instructionBuffer[10:8];
          end
        endcase
      5'b11110:                          
        case (instructionBuffer[0])
          1'b0:                          
          begin
            id_registerX = 4'b1000;         
            id_registerZ = instructionBuffer[10:8];
          end
          1'b1:                          
          begin
            id_registerX = instructionBuffer[10:8];
            id_registerZ = 4'b1000;         
          end
        endcase
      default:
      begin
        id_registerX = 0;
        id_registerY = 0;
        id_registerZ = 4'hF;
        jumpControl = 0;
      end
    endcase
  end
end
endmodule
module instructionReader (
  input clk, rst,
  input [15:0] currentPC,
  input [15:0] memRead,
  output reg [15:0] IRaddr,
  output reg [15:0] currentIR
);
always @ (negedge clk)
  IRaddr = currentPC;
always @ (negedge rst or posedge clk)
  if (!rst)
    currentIR = 16'h0800; 
  else
    currentIR = memRead;
endmodule
module memAddressCalculator (
  input clk, rst,
  input [15:0] instructionIn,
  input [15:0] opMem,
  output reg [1:0] memControl,
  output reg [15:0] memAddr
);
wire [15:0] imm16sfrom5, imm16sfrom8;
reg [15:0] instruction, rm;
assign imm16sfrom5 = { {11{instruction[4]}}, instruction[4:0]};
assign imm16sfrom8 = { {8{instruction[7]}}, instruction[7:0]};
always @ (negedge clk or negedge rst)
  if (!rst)
  begin
    instruction = 16'b0000100000000000;
    rm = 0;
  end
  else
  begin
    instruction = instructionIn;
    rm = opMem;
  end
always @ (posedge clk or negedge rst)
begin
  memAddr = 16'hFFFF;
  memControl = 2'b00;
  if (!rst)
  begin
    memAddr = 16'hFFFF;
    memControl = 2'b00;
  end
  else
  begin
    case (instruction[15:11])
      5'b10010:                          
      begin
        memAddr = rm + imm16sfrom8;
        memControl = 2'b10;  
      end
      5'b10011:                          
      begin
        memAddr = rm + imm16sfrom5;
        memControl = 2'b10;  
      end
      5'b11010:                          
      begin
        memAddr = rm + imm16sfrom8;
        memControl = 2'b01;  
      end
      5'b11011:                          
      begin
        memAddr = rm + imm16sfrom5;
        memControl = 2'b01;  
      end
    endcase
  end
end
endmodule
module Register (
  input clk, rst,
  input [3:0] readIndexS, readIndexM,
  input tWriteEnable, tToWrite,
  input [3:0] writeIndex,
  input [15:0] dataToWrite,
  output [175:0] registersVGA,
  output [15:0] readResultS, readResultM,
  output tResuit
);
reg [15:0] registers [0:4'b1010];
reg t;
assign registersVGA = {
  registers[0],
  registers[1],
  registers[2],
  registers[3],
  registers[4],
  registers[5],
  registers[6],
  registers[7],
  registers[8],
  registers[9],
  registers[10]
  };
assign readResultS = registers[readIndexS];
assign readResultM = registers[readIndexM];
assign tResuit = t;
always @ (tWriteEnable, tToWrite)
  if (!tWriteEnable)
    t = tToWrite;
always @ (negedge clk, negedge rst)
begin
  if (!rst)
  begin
    registers[0] = 0;
    registers[1] = 0;
    registers[2] = 0;
    registers[3] = 0;
    registers[4] = 0;
    registers[5] = 0;
    registers[6] = 0;
    registers[7] = 0;
    registers[8] = 0;
    registers[9] = 0;
    registers[10] = 0;
  end
  else
  begin
    if (writeIndex <= 10)
      registers[writeIndex] = dataToWrite;
  end
end
endmodule
module flipflop (clk, rst, in, out);
parameter width = 1;
input clk, rst;
input [width-1:0] in;
output reg [width-1:0] out;
reg [width-1:0] buffer;
always @ (negedge clk or negedge rst)
  if (!rst)
    buffer = 0;
  else
    buffer = in;
always @ (posedge clk or negedge rst)
  if (!rst)
    out = 0;
  else
    out = buffer;
endmodule
module muxCombine (chooseA, opA, opB, out);
parameter width = 16;
input chooseA;
input [width-1:0] opA, opB;
output [width-1:0] out;
assign out = chooseA? opA : opB;
endmodule
module mux_B_buffered (clk, rst, chooseA, opA, opB, result);
parameter width = 16;
input clk, rst, chooseA;
input [width-1:0] opA, opB;
output [width-1:0] result;
reg [width:0] opBbuffer;
always @ (negedge clk or negedge rst)
  if (!rst)
    opBbuffer = 0;
  else
    opBbuffer = opB;
assign result = chooseA? opA : opBbuffer;
endmodule
module byPass (
  input [3:0] sourceIndex,
  input [15:0] sourceValue,
  input [3:0] updateIndex,
  input [15:0] updateValue,
  output [15:0] selectedValue
);
assign selectedValue = updateIndex == sourceIndex? updateValue : sourceValue;
endmodule
```

## ./run.sh

```bash
#!/bin/bash
# OpenROAD 26Q1-2900-gdf79404cd8, Yosys 0.63+post, stock flow scripts
make -C /OpenROAD-flow-scripts/flow DESIGN_CONFIG=/design/flow/config.mk WORK_HOME=/design/flow/orfs finish
```

## ./config.mk

```make
export PLATFORM = sky130hd
export DESIGN_NAME = cpu
export DESIGN_NICKNAME = cpu
export VERILOG_FILES = /design/flow/design.v
export SDC_FILE = /design/flow/constraint.sdc
export NUM_CORES = 4
export LEC_CHECK = 1
export CORE_UTILIZATION = 40
```

## ./constraint.sdc

```tcl
current_design cpu

set clk_period 8.3
set clk_io_pct 0.2

create_clock -name clk0 -period $clk_period [get_ports {clk}]

set non_clock_inputs [all_inputs -no_clocks]
set_input_delay [expr $clk_period * $clk_io_pct] -clock clk0 $non_clock_inputs
set_output_delay [expr $clk_period * $clk_io_pct] -clock clk0 [all_outputs]
```

==> flow_metrics.rpt <==
IMPLEMENTATION SUMMARY REPORT
----------------------------------------------------
[Worst setup path]
  Number of buffer and inverter instances along the worst setup path ........................ 3
  Launch point of the worst path ........................ registerFile.registers[7][7]$_DFFE_NN0P_
  Maximum fanout count along the critical path ........................ 5
  Arrival time at the worst endpoint ........................ roughly 8400 ps
  Number of stages on the worst setup path ........................ 13
  Worst path max stage delay ........................ 600 ps
  Critical path data required time ........................ about 6600 ps
  Worst r2r dst ........................ IfPCFF.buffer[13]$_DFF_NN0_
  Startpoint types ........................ register
  Cell mode on critical path ........................ sky130_fd_sc_hd__buf_6
  Depth of the most critical reg-to-reg path ........................ 21
  Crit path max-delay cell type ........................ sky130_fd_sc_hd__or4_4
  CP Cell Sequence ........................ mux2i_1, o22ai_2, a221oi_4, a211oi_2, a221o_1, or4_4, or4_4, o21a_4, o31ai_4, buf_6, buf_6, mux2_4, buf_6
  Worst Setup EP ........................ nextPC[13]
  Top delay family on crit path ........................ AND-OR/OR-AND gates
  Crit Reg-Reg Startpoint ........................ decoder.id_registerX[1]$_DFF_PN0_
  Critical Path Sink Type ........................ primary output
  Worst reg-to-reg setup slack ........................ -840 ps
  Kind of critical path ........................ reg2out

[Synthesis]
  Synthesized instance count ........................ 2852
  Most instantiated flip-flop cell in the synthesis netlist ........................ sky130_fd_sc_hd__dfrtn_1
  Yosys warning count ........................ 12
  Count of flip-flops with a built-in enable after synthesis ........................ 0
  Count leader, synth ........................ sky130_fd_sc_hd__nor2_1
  Post-synth ARST share ........................ 0.965
  Yosys cell types ........................ about 89
  Flops & latches, synth ........................ 492
  Max-area cell share ........................ 0.290
  Most area-consuming cells after synthesis ........................ sky130_fd_sc_hd__dfrtn_1 (29%), sky130_fd_sc_hd__dfrtp_1 (11%), sky130_fd_sc_hd__ha_1 (5.9%)
  Most numerous cell types in the synthesized netlist ........................ sky130_fd_sc_hd__nor2_1 (331), sky130_fd_sc_hd__dfrtn_1 (313), sky130_fd_sc_hd__a21oi_1 (297)
  YS chip area ........................ 0.0270 mm2
  Cell taking the most area after synthesis ........................ sky130_fd_sc_hd__dfrtn_1
  Cell total in the yosys stat output ........................ 2852
  Post-synthesis instance area ........................ 0.0270 mm2
  Synthesized area divided by synthesized cell count ........................ 9.46 um2

[Worst hold path]
  Class of the tightest hold or removal check ........................ reg2reg

[Final timing]
  Final Max Tran Viols ........................ 0
  Clock skew after layout ........................ 98.0 ps
  WHS ........................ 546 ps
  Fin worst setup slack ........................ -1720 ps
  Number of unconstrained endpoints ........................ 1
  Unrepaired setup endpoints after global routing ........................ yes
  Relative slew slack ........................ 0.392
  Setup violators final ........................ roughly 50
  Sum of negative setup slack ........................ -32780 ps
  Number of register pins that no clock reaches ........................ 1
  Worst Tran Pin Value ........................ 903 ps
  Final count of hold timing violations ........................ 0

[Cells and area]
  Signed area change from the synthesized netlist to the final layout ........................ 41.5%
  Post-layout instance count excluding filler cells ........................ 4617
  Cell area after layout ........................ roughly 0.038 mm2
  Number of flip-flops under the largest register name ........................ 176
  Proportion of layout cells with a drive suffix above 1 ........................ 0.241

[Placed design]
  Gp weighted congestion ........................ between 1 and 1.5
  Placed Instance Area ........................ 0.0351 mm2
  Count of buffers from port buffering ........................ 339
  Half-perimeter wire length of the detailed placement result ........................ 93.2 mm
  DP Cell Count ........................ 4419

[Pwr]
  IR Drop Worst-Case VDD ........................ 253 uV
  Static leakage power ........................ 16.8 nW
  Power density over the cells ........................ around 330 mW/mm2
  Post-layout total power ........................ 0.0128 W

[Clock network]
  CTS buffer count ........................ 54
  Root buffer cell ........................ sky130_fd_sc_hd__clkbuf_16
  TritonCTS clock tree ........................ done
  Clock network latency to the later pin of the worst-skew pair ........................ roughly 670 ps
  CTS HTree Levels ........................ 2
  Number of buffers between clock root and the deepest sink ........................ 3
  Clock transition time at the flip-flop clock pins of the worst setup and hold paths ........................ 50 ps

[Die]
  Vertical die dimension ........................ 262 um
  Total Die Area ........................ between 0.06 and 0.07 mm2
  Die W ........................ 262 um
  Ports ........................ 340
  Number of core rows ........................ 94
  Placeable core region ........................ 0.0662 mm2
  Init Core Util ........................ 0.407

[Routing]
  Wirelength, routed ........................ about 120 mm
  Number of vias in the routed layout ........................ 27300
  Residual antenna-violating net count after detailed routing ........................ 0
  Total antenna diodes in the routed design ........................ 0
  Via count normalized by instance count ........................ 5.92
  DRC violation total after the first TritonRoute iteration ........................ 2472
  Number of optimization iterations in the first detailed-route pass ........................ 7
  Final routed DRC violation total ........................ 0
  Per-cell routed wire length ........................ between 20 and 30 um

[Global route]
  Total routing resource utilization after global routing ........................ 0.376
  Maximum number of pins on one net before global-route repair ........................ 120
  Initial antenna violation count ........................ 3
  Global-route wire length before repair ........................ around 180 mm
  Vias in the first global route ........................ between 20000 and 30000
  Total gr overflow ........................ 0

[Job]
  Max cap viols ........................ 0
  Number of warnings the tools reported ........................ approximately 110

[Outcome]
  Status ........................ finished, violations left
  Violations in the final reports ........................ negative setup slack

----------------------------------------------------
-- worst min-delay path by stage --
stage                                                    start                                  endpoint  slack [ps]  cells past startpoint
after CTS             registerFile.registers[7][6]$_DFFE_NN0P_  registerFile.registers[7][6]$_DFFE_NN0P_         550                      3
after global routing  registerFile.registers[7][6]$_DFFE_NN0P_  registerFile.registers[7][6]$_DFFE_NN0P_         590                      3
final                 registerFile.registers[7][8]$_DFFE_NN0P_  registerFile.registers[7][8]$_DFFE_NN0P_         550                      3
-- final cells by class --
type                       count  area (um2)
tap                          864        1080
sequential                   492       12300
fill                        5494       28000
clock buffer                  77        1560
timing repair buffer         950        8250
clock inverter                59         372
multi-input combinational   2060       14200
inverter                     115         432
-- repair_timing --
action,4_1_cts,5_1_grt
resized,168,52
setup buffers,61,20
pin swaps,32,24
setup endpoints to repair,64,65
cloned,0,0
hold buffers,0,0
-- power breakdown --
group          switching, W  total [W]  internal, W
clock               0.00111    0.00252      0.00141
sequential         0.000550    0.00372      0.00317
combinational       0.00330    0.00652      0.00322
total               0.00496     0.0128      0.00780
-- layer usage --
metal	wire, um	up-vias	global-route usage
met5	0	-	0.00347
met4	3820	0	0.0937
met3	13900	223	0.136
met2	52600	1405	0.527
met1	53600	13500	0.568
li1	-	12200	-
-- worst reg2reg max path: stages, from the launching register on --
cell and delay, ps:
sky130_fd_sc_hd__dfrtp_4 560, sky130_fd_sc_hd__buf_12 170, sky130_fd_sc_hd__buf_8 130, sky130_fd_sc_hd__nor2b_2 190, sky130_fd_sc_hd__and2_1 200, sky130_fd_sc_hd__a221o_1 400, sky130_fd_sc_hd__o32ai_4 330, sky130_fd_sc_hd__a221oi_4 140
sky130_fd_sc_hd__or4_4 530, sky130_fd_sc_hd__or3_4 350, sky130_fd_sc_hd__o21a_4 250, sky130_fd_sc_hd__o31ai_4 220, sky130_fd_sc_hd__buf_6 160, sky130_fd_sc_hd__buf_6 90, sky130_fd_sc_hd__mux2_4 310, sky130_fd_sc_hd__buf_4 140
sky130_fd_sc_hd__buf_4 120, sky130_fd_sc_hd__buf_6 100, sky130_fd_sc_hd__buf_6 100, sky130_fd_sc_hd__buf_6 100, sky130_fd_sc_hd__buf_6 100, sky130_fd_sc_hd__buf_6 110
-- cell usage in the layout (no fill, tap or decap), drive strengths merged, types with 14 or more instances in the layout --
master | synthesis | routed
dfstp | 40 | 40
clkbuf | 148 | 77
xnor2 | 68 | 68
dfrtp | 122 | 122
a31oi | 28 | 28
a211oi | 40 | 40
o31ai | 19 | 19
o21bai | 14 | 14
dfrtn | 313 | 313
a32oi | 15 | 15
xor2 | 32 | 32
o221ai | 16 | 16
nor2b | 24 | 24
nand3 | 62 | 62
a22oi | 88 | 88
nor4 | 22 | 22
a22o | 25 | 25
a221o | 25 | 25
mux2 | 28 | 28
clkdlybuf4s50 | 0 | 317
o22ai | 16 | 16
o211ai | 17 | 17
a221oi | 31 | 31
a2111oi | 23 | 23
inv | 114 | 155
nand2b | 33 | 33
nand2 | 189 | 189
buf | 36 | 629
mux2i | 71 | 71
a21o | 18 | 18
nor3 | 65 | 65
a21oi | 297 | 297
o21ai | 148 | 148
ha | 128 | 128
dfxtp | 16 | 16
nor2 | 332 | 332
clkinv | 2 | 16
-- cells by family (layout without fill, tap and decap cells) --
kind of cell / Yosys count / in the layout / share of synthesized area
latches: 1 / 1 / 0.000556
simple gates: 802 / 802 / 0.134
buf+inv: 300 / 1201 / 0.0435
xor+xnor: 100 / 100 / 0.0325
mux: 111 / 111 / 0.0480
compound gates: 914 / 914 / 0.224
flops: 491 / 491 / 0.454
fa+ha+maj: 133 / 133 / 0.0631
-- stage by stage --
stage,util,worst slack (ps)
2_1_floorplan,-,-517
6_report,0.577,-1720
3_3_place_gp,0.530,-1580
4_1_cts,0.572,-1910
3_5_place_dp,0.530,-1550
5_1_grt,0.577,-1820
No activity file was given, so power comes from the tool's default toggle rates.
